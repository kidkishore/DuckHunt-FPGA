### flow/config.mk
export PLATFORM = sky130hd
export DESIGN_NAME = scope
export DESIGN_NICKNAME = scope
export VERILOG_FILES = /design/flow/design.v
export SDC_FILE = /design/flow/constraint.sdc
export NUM_CORES = 4
export LEC_CHECK = 1
export CORE_UTILIZATION = 50
### flow/constraint.sdc
current_design scope

set clk_period 6.2
set clk_io_pct 0.2

create_clock -name clk0 -period $clk_period [get_ports {Clk}]

set non_clock_inputs [all_inputs -no_clocks]
set_input_delay [expr $clk_period * $clk_io_pct] -clock clk0 $non_clock_inputs
set_output_delay [expr $clk_period * $clk_io_pct] -clock clk0 [all_outputs]
### flow/design.v
module  scope (	input logic [31:0] keycode,
					input         Clk,                 
                             Reset,               
                             frame_clk,           
               input [9:0]   DrawX, DrawY,        
               output logic  is_scope,              
					output logic [9:0] scope_X_Pos, scope_Y_Pos, scope_Draw_X, scope_Draw_Y
              );
    parameter [9:0] scope_X_Center=320;   
    parameter [9:0] scope_Y_Center=240;   
    parameter [9:0] scope_X_Min=0;        
    parameter [9:0] scope_X_Max=639;      
    parameter [9:0] scope_Y_Min=0;        
    parameter [9:0] scope_Y_Max=479;      
    parameter [9:0] scope_X_Step=20;       
    parameter [9:0] scope_Y_Step=20;       
    parameter [9:0] scope_Size=60;         
    logic [9:0] scope_X_Motion, scope_Y_Motion;
    logic [9:0] scope_X_Pos_in, scope_X_Motion_in, scope_Y_Pos_in, scope_Y_Motion_in;
    int DistX, DistY, Size;
    assign DistX = DrawX - scope_X_Pos;
    assign DistY = DrawY - scope_Y_Pos;
    assign Size = scope_Size;
	 assign w_on = (keycode[31:24] == 8'h1A |
               keycode[23:16] == 8'h1A |
               keycode[15: 8] == 8'h1A |
               keycode[ 7: 0] == 8'h1A);
	assign a_on = (keycode[31:24] == 8'h04 |
						keycode[23:16] == 8'h04 |
						keycode[15: 8] == 8'h04 |
						keycode[ 7: 0] == 8'h04);
	assign d_on = (keycode[31:24] == 8'h07 |
						keycode[23:16] == 8'h07 |
						keycode[15: 8] == 8'h07 |
						keycode[ 7: 0] == 8'h07);
	assign s_on = (keycode[31:24] == 8'h16 |
						keycode[23:16] == 8'h16 |
						keycode[15: 8] == 8'h16 |
						keycode[ 7: 0] == 8'h16);
	assign spacebar_on = (keycode[31:24] == 8'h2c |
								keycode[23:16] == 8'h2c |
								keycode[15: 8] == 8'h2c |
								keycode[ 7: 0] == 8'h2c);
    logic frame_clk_delayed;
    logic frame_clk_rising_edge;
    always_ff @ (posedge Clk) begin
        frame_clk_delayed <= frame_clk;
    end
    assign frame_clk_rising_edge = (frame_clk == 1'b1) && (frame_clk_delayed == 1'b0);
    always_ff @ (posedge Clk)
    begin
        if (Reset)
        begin
            scope_X_Pos <= scope_X_Center;
            scope_Y_Pos <= scope_Y_Center;
        end
        else if (frame_clk_rising_edge)         
        begin
            scope_X_Pos <= scope_X_Pos_in;
            scope_Y_Pos <= scope_Y_Pos_in;
        end
    end
    always_comb
    begin
	 if(w_on)
	 begin
		 scope_Y_Pos_in = scope_Y_Pos - 10;		
	 end	 	 
	 else if(s_on)
	 begin
		 scope_Y_Pos_in = scope_Y_Pos + 10;		
	 end
	 else
		 scope_Y_Pos_in = scope_Y_Pos;
	 if(a_on)
	 begin
		 scope_X_Pos_in = scope_X_Pos - 10;		
	 end	 
	 else if(d_on)
	 begin
		 scope_X_Pos_in = scope_X_Pos + 10;		
	 end
	 else
		scope_X_Pos_in = scope_X_Pos;
        if ( DistX <= scope_Size & DistX >= 0  & DistY <= scope_Size & DistY >= 0) 
		  begin
            is_scope = 1'b1;
				scope_Draw_X = DrawX - scope_X_Pos;
				scope_Draw_Y = DrawY - scope_Y_Pos;
		  end	
        else
		  begin
            is_scope = 1'b0;
				scope_Draw_X = 1'b0;
				scope_Draw_Y = 1'b0;
		  end
    end
endmodule
module keycode_reader(
	input logic [31:0] keycode,
	output logic w_on, a_on, s_on, d_on, spacebar_on
);
assign w_on = (keycode[31:24] == 8'h1A |
               keycode[23:16] == 8'h1A |
               keycode[15: 8] == 8'h1A |
               keycode[ 7: 0] == 8'h1A);
assign a_on = (keycode[31:24] == 8'h04 |
					keycode[23:16] == 8'h04 |
					keycode[15: 8] == 8'h04 |
					keycode[ 7: 0] == 8'h04);
assign d_on = (keycode[31:24] == 8'h07 |
					keycode[23:16] == 8'h07 |
					keycode[15: 8] == 8'h07 |
					keycode[ 7: 0] == 8'h07);
assign s_on = (keycode[31:24] == 8'h16 |
					keycode[23:16] == 8'h16 |
					keycode[15: 8] == 8'h16 |
					keycode[ 7: 0] == 8'h16);
assign spacebar_on = (keycode[31:24] == 8'h2c |
							keycode[23:16] == 8'h2c |
							keycode[15: 8] == 8'h2c |
							keycode[ 7: 0] == 8'h2c);
endmodule
### flow/run.sh
#!/bin/bash
# OpenROAD 26Q1-2900-gdf79404cd8, Yosys 0.63+post, stock flow scripts
make -C /OpenROAD-flow-scripts/flow DESIGN_CONFIG=/design/flow/config.mk WORK_HOME=/design/flow/orfs finish
==> changes_impl.md <==
## Flow update

- # diodes: 0
- Non-Filler Instances: 474
- Largest type area fraction: 15.6%
- Core Area: ~0.0048 mm²
- Max clock buf depth: 2
- Clock-pin transition on the worst setup and hold timing paths: approximately 0.070 ns
- Clk sinks: 19
- Top post-synthesis cells by count: ha_1 (32), inv_1 (28), nor2_1 (26), dfxtp_1 (19), xnor2_1 (19)
- Number of enable flip-flop cells: 0
- Main area contributors: ha_1 (16%), dfxtp_1 (15%), xnor2_1 (6.5%), inv_1 (4.1%), nor2_1 (3.8%)
- Ports: 96
- Top-count cell post-synth: ha_1
- Reg2reg path depth: 8
- Grt ovf: 0
- Drt initial violations: 59
- Reg-to-reg startpoint: scope_Y_Pos[1]
- Final hold violations: 0
- # H-tree levels: 1
- GRT Total Usage: 21.5%
- Peak VDD IR: about 0.000065 V
- Post-DRT Antenna Nets: 0
- Syn Inst Count: ~320
- Total wire length: 5560 µm
- Hold Crit Start: scope_X_Pos[9]
- Yosys warning count: 6
- Kind of critical path: in -> out
- R2R Path End: scope_Y_Pos[9]
- PostCTS Resize Cnt: 0
- Clock latency (worst-skew pair): ~0.25 ns
- Share of cells above drive strength 1: 4.91%
- CP bufs+invs: 5
- Post-synthesis cell area: about 0.0026 mm²
- Setup_tns: 0 ns
- Synth area leader: ha_1
- Wire length per cell: 11.7 µm
- Main synth FF type: dfxtp_1
- Reg2Reg Setup Slack: 4.01 ns
- Crit path DRT: 4.96 ns
- Critical Path Fanout Max: 13
- First-pass detailed-route iteration total: 4
- # Cells Yosys: 322
- Max_cap viols: 0
- Vias in the first global route: 2192
- # Post-CTS Setup Buffers: 0
- Critical-path top delay cell: clkdlybuf4s50_1
- Die Size: about 0.0054 mm²
- Slew margin rel.: 52.7%
- FP Core Util: 53.3%
- Worst Tran Pin Value: between 0.7 and 0.8 ns
- Asr flop ratio synth: 0%
- Flops out of synthesis: 19
- Yosys synthesis chip area: 0.00257 mm²
- CP cell instances: clkdlybuf4s50_1, inv_1, ha_1, inv_1, fa_1, a211o_1, a21boi_0, o21bai_1, xnor2_1, nand4_1, nor4_1, buf_4, nor2b_1, clkdlybuf4s50_1
- Core Rows: 25
- Slew Limit Fails: 0
- Die H: about 74 µm
- RSZ-0062 raised after global routing: false
- CP top delay family: buffers and inverters
- Largest net degree at the start of global routing: 17
- Cells after DPL: roughly 470
- Cts hold-fix bufs: 0
- CTS tree: yes
- Crit path capture type: primary output
- Port bufs: 85
- Count of tool warnings: 26
- CP startpoint kind: input port
- Final HPWL DP: 4770 µm
- Initial antenna violation count: 0
- Achievable frequency: 0.187 GHz
- Gp weighted congestion: 0.881
- Util after Layout: between 70% and 80%
- Die width: around 74 µm
- Register share after synthesis: ~15%
- Area growth syn-to-layout: 35.8%
- Final min period: roughly 5.4 ns
- First-pass GRT wire length: about 9200 µm
- Outcome: complete, no violations
- Hold Path Depth: 2
- Setup Viol. Count Final: 0
- Routed via count: 2445
- Distinct cell type count after synthesis: 58
- Hold crit path type: reg -> reg
- Via density: 5.16
- Hold EP: scope_X_Pos[9]
- Total CTS buffers: 3
- WP data arrival: between 4 and 5 ns
- Lkg Pwr: approximately 1.5 nW
- Clock skew: 0.00295 ns
- Syn_area_per_cell: between 7 and 8 µm²
- Crit-path max cell delay: 0.46 ns
- Post-route DRC violation count: 0
- Root buffer cell: clkbuf_8
- Tcrit/Tclk final: between 80% and 90%
- Power per Cell Area: 90.2 mW/mm²
- WP depth: 14
[logic make-up after synthesis]
| logic type | count (synthesis) | synth area share, % |
|---|---|---|
| muxes | 2 | 0.780 |
| DFF | 19 | 14.8 |
| buffers and inverters | 43 | 8.33 |
| AOI/OAI and AO/OA | 76 | 22.0 |
| xor gates and xnor gates | 29 | 9.89 |
| and+or+nand+nor | 116 | 25.3 |
| other | 1 | 0.146 |
| adders and majority gates | 36 | 18.7 |
[power breakdown]
group          total [mW]  switching [mW]  internal [mW]
Sequential          0.124        0.000859          0.123
Clock              0.0862          0.0405         0.0457
Combinational       0.105          0.0427         0.0619
[per-layer routing]
| metal | vias to the layer above | part of all wire, % | track usage (%) |
|---|---|---|---|
| met3 | 2 | 4.5 | 2.22 |
| met5 | - | 0 | 0 |
| li1 | 1313 | - | - |
| met4 | 0 | 0.56 | 2.14 |
| met1 | 1068 | 48 | 30.5 |
| met2 | 62 | 47 | 37.2 |
[flip-flops by register name (all words and copies together) (netlist names)]
name               flops
frame_clk_delayed      1
scope_X_Pos            9
scope_Y_Pos            9
[worst min-delay path, stage by stage (launching register included)]
cell and delay [ns]:
dfxtp_1 0.34, o21ai_0 0.08, a21oi_1 0.06
[worst max path at each step]
stage | startpoint | endpoint | slack [ns]
finish | DrawY[1] | scope_Draw_Y[1] | 0.84
global route | DrawY[1] | scope_Draw_X[1] | 0.55
CTS | DrawY[1] | scope_Draw_Y[1] | 0.82
[cell type report]
type                    count  area [µm²]
multi-input cells         269        2010
fillers                   412        1330
repair buffers             87         866
flip-flops and latches     19         380
inverters                  28         105
well taps                  67        83.8
clock buffers               4        45.0
[stage by stage]
step                instance area (µm²)  total power, mW  worst slack [ns]  hold WS (ns)
floorplan                          2600            0.186              1.73         0.454
global placement                   3440            0.230             0.855         0.487
detailed placement                 3440            0.231             0.818         0.503
CTS                                3490            0.317             0.816         0.519
global route                       3490            0.331             0.552         0.576
finish                             3490            0.315             0.840         0.527
[cells in the final DEF (no fill, tap or decap), drive strengths merged, types with 9 or more instances in the layout]
master	Yosys	routed
o211ai	9	9
a21oi	17	17
clkdlybuf4s50	0	85
nor2	26	26
ha	32	32
nand2	16	16
and2	11	11
o21ai	9	9
dfxtp	19	19
inv	28	28
nand3	9	9
xor2	10	10
xnor2	19	19
conb	1	10
No activity file was given, so power comes from the tool's default toggle rates.
