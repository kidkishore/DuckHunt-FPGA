==> design/flow/config.mk <==
export PLATFORM = sky130hd
export DESIGN_NAME = randomDuck
export DESIGN_NICKNAME = randomDuck
export VERILOG_FILES = /design/flow/design.v
export SDC_FILE = /design/flow/constraint.sdc
export NUM_CORES = 4
export LEC_CHECK = 1
export CORE_UTILIZATION = 40
==> design/flow/constraint.sdc <==
current_design randomDuck

set clk_period 5.1
set clk_io_pct 0.2

create_clock -name clk0 -period $clk_period [get_ports {Clk}]

set non_clock_inputs [all_inputs -no_clocks]
set_input_delay [expr $clk_period * $clk_io_pct] -clock clk0 $non_clock_inputs
set_output_delay [expr $clk_period * $clk_io_pct] -clock clk0 [all_outputs]
==> design/flow/design.v <==
module  randomDuck (
					input logic [31:0] keycode,
					input logic [4:0] randomNo,
					input         Clk,                 
                             Reset,               
                             frame_clk, is_scope,           
               input [9:0]   DrawX, DrawY, scope_X_Pos, scope_Y_Pos,
               output logic  is_duck,              
					output logic  [9:0] Duck_Draw_X, Duck_Draw_Y,
					output logic [7:0] score,
					output logic [3:0] lives
              );
	  parameter [9:0]Duck_X_Center = 400;
	  parameter [9:0] Duck_Y_Center=450;  
    parameter [9:0] Duck_Y_Min=0;        
    parameter [9:0] Duck_Y_Max=479;      
    parameter [9:0] Duck_X_Step=1;       
    parameter [9:0] Duck_Y_Step=-1;       
    parameter [9:0] Duck_SizeX=80;         
	 parameter [9:0] Duck_SizeY=64;         
    logic [9:0] Duck_X_Pos, Duck_X_Motion, Duck_Y_Pos;
	 logic [9:0] Duck_Y_Motion = -1;
    logic [9:0] Duck_X_Pos_in, Duck_X_Motion_in, Duck_Y_Pos_in, Duck_Y_Motion_in;
    int DistX, DistY, SizeX, SizeY;
    assign DistX = DrawX - Duck_X_Pos;
    assign DistY = DrawY - Duck_Y_Pos;
    assign SizeX = Duck_SizeX;
	 assign SizeY = Duck_SizeY;
	 assign spacebar_on = (keycode[31:24] == 8'h2c |
								keycode[23:16] == 8'h2c |
								keycode[15: 8] == 8'h2c |
								keycode[ 7: 0] == 8'h2c);
	 assign escape_on = (keycode[31:24] == 8'h29 |
								keycode[23:16] == 8'h29 |
								keycode[15: 8] == 8'h29 |
								keycode[ 7: 0] == 8'h29);
	 logic [8:0] xmin1 = 50;
	 logic [8:0] xmin2 = 150;
	 logic [8:0] xmin3 = 250;
    logic [8:0] xmax1 = 350;
	 logic [8:0] xmax2 = 450;
	 logic [8:0] xmax3 = 550;
	 logic [8:0] count_min = 1;
	 logic [8:0] count_max = 1;
    logic [8:0] count_min_in;
	 logic [8:0] count_max_in;
	 logic [8:0] Duck_X_Min = 100;
	 logic [8:0] Duck_X_Max = 350;
    logic frame_clk_delayed;
    logic frame_clk_rising_edge;
    always_ff @ (posedge Clk) begin
        frame_clk_delayed <= frame_clk;
    end
    assign frame_clk_rising_edge = (frame_clk == 1'b1) && (frame_clk_delayed == 1'b0);
    always_ff @ (posedge Clk)
    begin
        if (escape_on | lives == 0)
        begin
            Duck_X_Pos <= 320;
            Duck_Y_Pos <= 429;
				Duck_X_Motion <= 1;
            Duck_Y_Motion <= -1;
				count_min <= 1;
				count_max <= 1;
				score <= 0;
				lives <= 5;
        end
        else if (frame_clk_rising_edge)         
        begin
            Duck_X_Pos <= Duck_X_Pos_in;
            Duck_Y_Pos <= Duck_Y_Pos_in;
				Duck_X_Motion <= Duck_X_Motion_in;
            Duck_Y_Motion <= Duck_Y_Motion_in;
				count_min <= count_min_in;
				count_max <= count_max_in;
			if(Duck_Y_Pos > 468 & Duck_Y_Motion > 0)
				score <= score+1'b1;
			if(Duck_Y_Pos == 0)	
			begin
				lives <= lives-1;
				score <= score-1'b1;
			end
        end
    end
    always_comb
    begin
			count_min_in = count_min;
			count_max_in = count_max;
			if(count_min==1)
				Duck_X_Min = 100;		
			else if(count_min==2)
				Duck_X_Min = 200;		
		   else
				Duck_X_Min = 300;
			if(count_max==1)
				Duck_X_Max = 200;	
			else if(count_max==2)
				Duck_X_Max = 360;	
			else if(count_max==3)
				Duck_X_Max = 600;	
		   else
				Duck_X_Max = 420;
			Duck_X_Pos_in = Duck_X_Pos + Duck_X_Motion;
         Duck_Y_Pos_in = Duck_Y_Pos + Duck_Y_Motion;
			Duck_X_Motion_in = Duck_X_Motion;
         Duck_Y_Motion_in = Duck_Y_Motion;
			if (Duck_Y_Pos + Duck_SizeY <= Duck_Y_Min  )   
			begin
            Duck_Y_Pos_in = 468;		
			end
			else if (Duck_Y_Pos > 468 & Duck_Y_Motion > 0 )   
			begin
            Duck_Y_Pos_in = 468;
				if(score>=12 & score >=0)
					Duck_Y_Motion_in = -4;
				else if(score>=8 & score >=0)
					Duck_Y_Motion_in = -3;
				else if(score>=4 & score >=0)
					Duck_Y_Motion_in = -2;	
				else 
					Duck_Y_Motion_in = -1;			
			   if(count_min<3)
						count_min_in = count_min+1;
				else	
						count_min_in = 1;
			   if(count_min<4)
						count_min_in = count_min+1;
				else	
						count_min_in = 1;
				if(count_max==1)
				begin
				   count_max_in=2;
					Duck_X_Pos_in = 360;
				end
			   else if(count_max==2)	
				begin
					count_max_in=3;
		         Duck_X_Pos_in = 600;			
				end
				else if(count_max==3)	
				begin
					count_max_in=4;
		         Duck_X_Pos_in = 420;			
				end
				else 
				begin
					count_max_in=1;
		         Duck_X_Pos_in = 200;			
				end
		   end
			if( Duck_X_Pos >= Duck_X_Max )   
			begin  	
					if(score>=12)
						Duck_X_Motion_in = -4;
					else if(score>=8)
						Duck_X_Motion_in = -3;
					else if(score>=4)
						Duck_X_Motion_in = -2;	
					else 
						Duck_X_Motion_in = -1;	
			end
			else if ( Duck_X_Pos <= Duck_X_Min )   
			begin
					if(score>=12)
						Duck_X_Motion_in = 4;
					else if(score>=8)
						Duck_X_Motion_in = 3;
					else if(score>=4)
						Duck_X_Motion_in = 2;	
					else 
						Duck_X_Motion_in = 1;
			end
		if(spacebar_on & (scope_X_Pos + 30 > Duck_X_Pos) & (scope_X_Pos+30 < Duck_X_Pos + Duck_SizeX) & (scope_Y_Pos+30 > Duck_Y_Pos) & (scope_Y_Pos+30 < Duck_Y_Pos + Duck_SizeY))
		begin
			Duck_X_Motion_in=1'b0;
			Duck_Y_Motion_in=12;
		end
		  if ( DistX <= SizeX & DistX >= 0  & DistY <= SizeY & DistY >= 0) 
		  begin
            is_duck = 1'b1;
				Duck_Draw_X = DrawX - Duck_X_Pos;
				Duck_Draw_Y = DrawY - Duck_Y_Pos;
		  end	
        else
		  begin
            is_duck = 1'b0;
				Duck_Draw_X = 1'b0;
				Duck_Draw_Y = 1'b0;
		  end
    end
endmodule
==> design/flow/run.sh <==
#!/bin/bash
# OpenROAD 26Q1-2900-gdf79404cd8, Yosys 0.63+post, stock flow scripts
make -C /OpenROAD-flow-scripts/flow DESIGN_CONFIG=/design/flow/config.mk WORK_HOME=/design/flow/orfs finish
==> flow_summary.yaml <==
# flow metrics
place:
  io_buffers: 100
  post-place-ws_ns: -0.541
  placed_cells: 1014
  hpwlAfterDp_um: 11300
  gp_congestion: 0.898
  dpl-instance-area_um2: 7050
die:
  rows: 43
  ioPinCount: 114
  fp-utilization: 0.411
  dieWidth_um: 122
  die-area_um2: 14800
  design.core.area_um2: 13900
  die_height_um: 122
detailed_routing:
  firstDrtPassIters: 5
  routedWlPerCell_um: 13.9
  n_antenna_cell: 0
  ant_nets: 0
  detail_route.iter0.violations: 294
  drc_errors: 0
  viasPerCell: 5.38
  drt-total-wl_um: 14400
  num_vias: 5581
worst_setup_path:
  reg2reg_to: "Duck_X_Motion[8]$_SDFFE_PP0P_"
  cp.required_ns: 4.08
  crit_arrival_ns: 4.01
  criticalPathCategory: "in2out"
  endpoint_kind: "output pin"
  cp_max_fo: 3
  reg2regPathDepth: 12
  startpoint: "DrawY[3]"
  startpoint_type: "input port"
  rr_startpoint: "count_min[5]$_SDFFE_PP0P_"
  rrSetupSlack_ns: 1.65
timing:
  setup_violations: 0
  hold_viol: 0
  slew_headroom: 0.451
  grt_setup_unrepaired: "yes"
  final.min_clock_period_ns: 5.03
  worst_slack_ns: 0.0713
  slew_viol_final: 0
  worst_pin_slew_ns: 0.816
  finClkSkew_ns: 0.00537
  whs_ns: 0.471
  finalCritPeriodShare: 0.986
  max_freq_ghz: 0.199
clocking:
  cts.sinks: 52
  root_buffer: "clkbuf_16"
  clkLatencyLatePin_ns: 0.30
  postCtsHoldBufs: 0
  clk_pin_slew_worst_paths_ns: 0.07
  clk_path_buf_depth: 2
  cts_tree: "built"
  htree_levels: 2
  cts_inserted_buffers: 5
global_route:
  grtUsageMet2: 0.337
  grt_util_met1: 0.295
  met3_usage: 0.0205
  grt_pass1_vias: 5201
  grt_max_degree: 29
  gr-total-overflow: 0
  grt.total_usage: 0.201
  antenna_found_initial: 0
  top_usage_layer: "met2"
  grt_pass1_wl_um: 23900
power:
  p_leak_nw: 3.40
  ir_drop_mv: 0.219
  finalPower_mw: 4.08
  p_per_area_nw_per_um2: 541
hold_path:
  hp-class: "reg2reg"
  min_path_cells: 2
  hold_path_end: "count_min[8]$_SDFFE_PP0P_"
  hold_start: "count_min[8]$_SDFFE_PP0P_"
final_layout:
  drive_gt1_frac: 0.113
  fin_cells: 1037
  lay_top_count: "ha_1"
  lay_top_cells: "ha_1 (93), clkdlybuf4s50_1 (84), nor2_1 (66), inv_1 (55), dfxtp_1 (52)"
  areaGrowthSynthToFinish_pct: 31.6
  fill_cells: 1276
  fin_area_um2: 7550
synth:
  topCellsByArea: "ha_1 (21%), dfxtp_1 (18%), xnor2_1 (5.7%)"
  synth_cell_types: 71
  syn_inst: 728
  edf_count: 0
  syn-cell-area_um2: 5730
  yosys_area_um2: 5730
  flop_cell: "dfxtp_1"
  syn_avg_cell_area_um2: 7.87
  ys.flops: 52
  async_flop_share: 0
  synth_top_area_share: 0.214
  ys_cells: 728
  top_area_cell: "ha_1"
  yosys_warnings: 3
  yosysSeqAreaShare: 0.182
flow_run:
  drv_cap: 0
  openroad.warnings: 40
status:
  status: "finished clean"
[repair_timing]
action                                  4_1_cts  5_1_grt
buffers inserted                              9        6
hold endpoints to repair                      0        0
endpoints found under the setup margin       15       13
pin swaps                                    23       18
resized                                      54       19
[layout make-up]
class,instances,area (um2),area share
multi-input cells,597,4590,0.608
inverters,58,218,0.0289
repair buffers,142,1320,0.175
well taps,180,225,0.0298
clock buffers,6,139,0.0184
clock inverters,2,13.8,0.00182
flip-flops and latches,52,1040,0.138
[worst max path at each step]
stage | endpoint
final | Duck_Draw_Y[1]
after global routing | Duck_Draw_Y[4]
after CTS | Duck_Draw_Y[4]
[critical path: stages]
cell	delay [ns]
clkdlybuf4s50_1	0.45
ha_4	0.30
o21ai_2	0.05
a21oi_2	0.18
buf_4	0.15
buf_4	0.09
buf_4	0.10
nor2_1	0.04
or4_4	0.43
a2111oi_4	0.38
buf_4	0.19
and3_4	0.17
clkdlybuf4s50_1	0.46
[cell families after synthesis]
| kind of cell | after synthesis | share of synthesized area |
|---|---|---|
| buffers and inverters | 84 | 0.0605 |
| AOI/OAI and AO/OA | 180 | 0.210 |
| and+or+nand+nor | 248 | 0.223 |
| DFF | 52 | 0.182 |
| muxes | 5 | 0.00917 |
| xor gates and xnor gates | 55 | 0.0840 |
| adders and majority gates | 103 | 0.231 |
| other | 1 | 0.000654 |
[per-stage QoR]
stage,utilization,setup TNS (ns)
after floorplan,-,0
after global placement,0.506,-5.44
after detailed placement,0.506,-6.35
after CTS,0.531,-0.0106
after global routing,0.542,-0.0908
final,0.542,0
[per-layer routing]
metal	part of all wire	wire length, um
met5	0	0
met4	0.0062	90
met3	0.049	704
met2	0.45	6470
met1	0.50	7180
[registers in the layout (all words and copies together) (netlist names)]
register and flops:
Duck_X_Motion 4, Duck_X_Pos 10, Duck_Y_Motion 3, Duck_Y_Pos 10, count_max 3, count_min 9, frame_clk_delayed 1, lives 4
score 8
[power breakdown]
group | switching [mW] | total [mW] | leakage, nW | internal, mW
clock network | 0.155 | 0.352 | 0.0772 | 0.197
logic | 1.54 | 2.94 | 2.89 | 1.40
registers | 0.233 | 0.791 | 0.431 | 0.558
total | 1.92 | 4.08 | 3.40 | 2.16
[synthesized netlist by cell type, drive strengths merged, types with 3 or more instances]
master    n
a2111oi   7
a211oi    9
a21o     10
a21oi    53
a31oi    11
and3     11
and4      3
and4b     3
buf      10
clkbuf   16
dfxtp    52
fa        5
ha       98
inv      58
mux2i     3
nand2    43
nand2b    8
nand3    27
nand3b    7
nand4     8
nand4b    7
nor2     72
nor2b    10
nor3     24
nor4      5
o211ai    7
o21a      6
o21ai    34
o21bai    9
o22ai     3
o311ai    3
o31ai     6
o41a      3
or2       3
or3       4
or4       4
xnor2    37
xor2     18
No activity file was given, so power comes from the tool's default toggle rates.
